--- ./run.sh ---
#!/bin/bash
# OpenROAD 26Q1-2900-gdf79404cd8, Yosys 0.63+post, stock flow scripts
make -C /OpenROAD-flow-scripts/flow DESIGN_CONFIG=/design/flow/config.mk WORK_HOME=/design/flow/orfs finish
--- ./config.mk ---
export PLATFORM = sky130hd
export DESIGN_NAME = packet_generator
export DESIGN_NICKNAME = packet_generator
export VERILOG_FILES = /design/flow/design.v
export SDC_FILE = /design/flow/constraint.sdc
export NUM_CORES = 4
export LEC_CHECK = 1
export CORE_AREA = 10 10 70 70
export DIE_AREA = 0 0 80 80
--- ./constraint.sdc ---
current_design packet_generator

set clk_period 1.0
set clk_io_pct 0.2

create_clock -name clk0 -period $clk_period

set non_clock_inputs [all_inputs -no_clocks]
set_input_delay [expr $clk_period * $clk_io_pct] -clock clk0 $non_clock_inputs
set_output_delay [expr $clk_period * $clk_io_pct] -clock clk0 [all_outputs]
--- ./design.v ---
module packet_generator (
    input logic start,
    input logic [1:0] dest_address,
    input logic [1:0] packet_type,
    input logic [7:0] payload,
    input logic end_of_packet,
    input logic src_ready,
    input logic dest_ready,
    output logic src_valid,
    output logic complete,
    output logic [12:0] packet,
    input logic transfer_en
);
logic [12:0] packet_generated;
assign packet_generated = {end_of_packet, payload, packet_type, dest_address};
always_comb begin
    if (start) 
    begin
        src_ready = 1'b1;
    end
    else 
    begin
        src_ready = 1'b0;
    end
end
always_comb begin
    if (transfer_en) 
    begin
        packet = packet_generated;
    end
    else 
    begin
        packet = 13'd12; 
    end
end
always_comb begin
    if (dest_ready) 
    begin
        complete = 1'b1;
    end
    else 
    begin
        complete = 1'b0;
    end
end
endmodule
==> job_summary.md <==
### Flow metrics

| Metric | Value |
|---|---|
| Status | finished, final reports clean |
| Top cell excl fill/tap | dlygate4sd2_1 |
| Syn Area/Cell | just over 7 sq um |
| Via density | 2.27 |
| Hold_buf cts | 0 |
| GR Overflow Total | 0 |
| CP endpoint kind | output pin |
| Tcrit/Tclk final | approximately 94% |
| Most frequent cells in the layout | 13 x dlygate4sd2_1, 11 x buf_2, 8 x and2_4 |
| Max-Cap Viols | 0 |
| Post-synth cell types | 6 |
| CP startpoint kind | primary input |
| Pin count of the biggest net entering global routing | 7 |
| Fmax | roughly 1100 MHz |
| Placer Congestion | 0.763 |
| Cell count in the Yosys report | 17 |
| Yosys stat area | ~120 sq um |
| Boundary Pins | 32 |
| Fraction of layout cells with a size suffix above 1 | between 50% and 60% |
| Crit Path Category | in -> out |
| Placed insts | around 89 |
| Clock Power Share | 0% |
| Die height | ~80 um |
| Post-synthesis instance total | 17 |
| Mux area share | 0% |
| Die area | between 0.006 and 0.007 sq mm |
| Pwr dens | approximately 280 mW/mm^2 |
| Post-synthesis xor/xnor area fraction | 0% |
| Vias in the first global route | about 220 |
| Switching Share | between 20% and 30% |
| Final hold violation count | 0 |
| Log Warnings | 34 |
| CP Data Arrival Time | 0.74 ns |
| Final Max Tran Viols | 0 |
| Final min period | 0.943 ns |
| Cell Count, Final, Fillers Out | 90 |
| Detailed Place HPWL | 642 um |
| Sw Pwr | about 0.026 mW |
| 1st-iter DRT viols | 1 |
| Total negative slack | 0 ns |
| Row cnt | 21 |
| Via count | between 200 and 250 |
| Synth Cell Area | 120 sq um |
| RSZ-0062 raised after global routing | false |
| # clk buffers | 0 |
| Routed wire length | roughly 740 um |
| Area grow syn2layout | 230% |
| Logic pwr share | 100.0% |
| Area of the core | about 0.0034 sq mm |
| And+or+nand+nor area frac | around three quarters |
| Max rail drop VDD | 0.0000978 V |
| Avg WL per Cell | 8.17 um |
| Pre-antenna DRT Iters | 3 |
| Die Wd | around 80 um |
| PortBufs | 27 |
| Number of synthesis warnings | 2 |
| GRT Total Usage | roughly 2.2% |
| DRC | 0 |
| Worst Hold Depth | 0 |
| Setup violations, final | 0 |
| AO/OA Area Share | 0% |
| Leak | about 0.20 nW |
| Internal power | between 0.08 and 0.09 mW |
| Antenna Nets Post-Route | 0 |
| Reg power frac | 0% |
| Antenna diode count | 0 |
| Register area | 0 sq um |
| Number of flip-flops and latches | 0 |
| First-pass GRT wire length | 1150 um |
| Fa+ha+maj area frac | 0% |
| Antenna violations before repair | 0 |
| # fillers | a little over 400 |
| Gate Area | between 100 and 150 sq um |
| Critical Path Fanout Max | 5 |
| Hold crit path type | in -> out |
| Initial core utilization | ~3.5% |
| Worst path required time | roughly 0.80 ns |
| Top logic family | simple AND/OR/NAND/NOR gates |
| Seq share, synth | 0% |
final cells by class:
cell class,count,share of cell area [%]
Timing Repair Buffer,30,59.0
Multi-Input combinational cell,14,26.5
Tap cell,46,14.5
path summary, 6_finish.rpt:
path	start	end	slack, ns
worst max-delay path	transfer_en	packet[0]	0.06
worst min-delay path	dest_ready	complete	0.40
cell usage after synthesis:
cell type	n	area (sq um)
and2_2	7	52.6
conb_1	1	3.75
buf_4	2	15.0
nand2b_1	2	12.5
and2_1	4	25.0
buf_6	1	11.3
worst max-delay path, cell delays in order:
cell and delay (ns):
buf_6 0.10, buf_6 0.11, buf_6 0.11, and2_4 0.12
buf_2 0.10
cells by family (layout without fill, tap and decap cells):
| family | count (synthesis) | in the layout |
|---|---|---|
| buffers and inverters | 3 | 30 |
| other | 1 | 1 |
| and+or+nand+nor | 13 | 13 |
stage by stage:
stage | area (sq um) | utilization (%) | setup slack [ns] | total power, mW | hold slack, ns
final | 397 | 11.6 | 0.0569 | 0.111 | 0.400
after global routing | 397 | 11.6 | 0.0257 | 0.125 | 0.400
after CTS | 404 | 11.8 | 0.0170 | 0.119 | 0.400
after detailed placement | 437 | 12.8 | -0.634 | 0.136 | 0.400
after global placement | 437 | 12.8 | -0.607 | 0.135 | 0.400
after floorplan | 120 | - | 0.358 | 0.0271 | 0.421
layer usage:
layer / track usage, % / vias to the layer above / share of wire (%)
li1: - / 101 / -
met1: 2.83 / 82 / 44
met2: 3.05 / 21 / 32
met3: 1.48 / 0 / 23
met4: 0.176 / 0 / 0
met5: 0 / - / 0
repair_timing:
item                       CTS  global route
pin swaps                    4             0
setup endpoints to repair   13             2
setup buffers                2             0
resized                     66             1
power by group through the flow:
stage | Sequential, mW | Clock [mW] | Combinational (mW)
5_1_grt | 0 | 0 | 0.125
6_report | 0 | 0 | 0.111
4_1_cts | 0 | 0 | 0.119
Power figures rest on the tool's default switching activity, not on a simulated workload.
